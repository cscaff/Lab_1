==> flow/run.sh <==
#!/bin/bash
# OpenROAD 26Q1-2900-gdf79404cd8, Yosys 0.63+post, stock flow scripts
make -C /OpenROAD-flow-scripts/flow DESIGN_CONFIG=/design/flow/config.mk WORK_HOME=/design/flow/orfs finish
==> flow/config.mk <==
export PLATFORM = sky130hd
export DESIGN_NAME = lab1
export DESIGN_NICKNAME = lab1
export VERILOG_FILES = /design/flow/design.v
export SDC_FILE = /design/flow/constraint.sdc
export NUM_CORES = 4
export LEC_CHECK = 1
export CORE_UTILIZATION = 50
export SYNTH_MEMORY_MAX_BITS = 65536
==> flow/constraint.sdc <==
current_design lab1

set clk_period 55.8
set clk_io_pct 0.2

create_clock -name clk0 -period $clk_period [get_ports {CLOCK_50}]

set non_clock_inputs [all_inputs -no_clocks]
set_input_delay [expr $clk_period * $clk_io_pct] -clock clk0 $non_clock_inputs
set_output_delay [expr $clk_period * $clk_io_pct] -clock clk0 [all_outputs]
==> flow/design.v <==
module collatz( input logic         clk,    
		input logic 	    go,     
		input logic  [31:0] n,      
		output logic [31:0] dout,   
		output logic 	    done);  
   always_comb begin
      done = (dout == 32'd1);
   end
   always_ff @(posedge clk) begin
      if (go) begin
         dout <= n;
      end else begin
         if (dout != 32'd1) begin
            if (dout % 32'd2 == 32'd0) begin
               dout <= (dout >> 1);
            end else begin
               dout <= (dout << 1) + dout + 32'd1;
            end
         end
      end
   end
endmodule
module hex7seg(input logic  [3:0] a,
	       output logic [6:0] y);
   always_comb 
      case (a) 
         4'h0: y = 7'b1000000;  
         4'h1: y = 7'b1111001;  
         4'h2: y = 7'b0100100;  
         4'h3: y = 7'b0110000;  
         4'h4: y = 7'b0011001;  
         4'h5: y = 7'b0010010;  
         4'h6: y = 7'b0000010;  
         4'h7: y = 7'b1111000;  
         4'h8: y = 7'b0000000;  
         4'h9: y = 7'b0010000;  
         4'hA: y = 7'b0001000;  
         4'hB: y = 7'b0000011;  
         4'hC: y = 7'b1000110;  
         4'hD: y = 7'b0100001;  
         4'hE: y = 7'b0000110;  
         4'hF: y = 7'b0001110;  
         default: y = 7'b1111111;  
      endcase
endmodule
module lab1( input logic        CLOCK_50,   
	     input logic [3:0] 	KEY,  
	     input logic [9:0] 	SW,  
	     output logic [6:0] HEX0, HEX1, HEX2, HEX3, HEX4, HEX5,
	     output logic [9:0] LEDR  
	     );
      logic 			clk, go, done;   
      logic [31:0] 		start;
      logic [15:0] 		count;
      logic [11:0] disp_hex;
      logic [11:0] disp_count;
      logic [11:0] disp_n;
      assign disp_hex =  (state == FINISH) ? (disp_n + offset) : {2'b00, SW} + offset;
      assign disp_count = (state == FINISH) ? count[11:0] : 12'b0;
      logic [11:0] offset;
      assign clk = CLOCK_50;
      logic [22:0] rep_cnt;
      range #(256, 8)  
            r ( .* );  
      wire p0 = ~KEY[0], p1 = ~KEY[1], p2 = ~KEY[2], p3 = ~KEY[3];
      logic h0, h1, h2, h3;           
      logic c0, c1, c2, c3;   
      localparam int CLK_HZ = 50_000_000;
      Button b0(.clk(clk), .raw_pressed(p0), .held(h0), .click(c0));
      Button b1(.clk(clk), .raw_pressed(p1), .held(h1), .click(c1));
      Button b2(.clk(clk), .raw_pressed(p2), .held(h2), .click(c2));
      Button b3(.clk(clk), .raw_pressed(p3), .held(h3), .click(c3));
      hex7seg H0(.a(disp_count[ 3:0]), .y(HEX0));
      hex7seg H1(.a(disp_count[ 7:4]), .y(HEX1));
      hex7seg H2(.a(disp_count[11:8]), .y(HEX2));
      hex7seg H3(.a(disp_hex[ 3:0]), .y(HEX3));
      hex7seg H4(.a(disp_hex[ 7:4]), .y(HEX4));
      hex7seg H5(.a(disp_hex[11:8]), .y(HEX5));
      typedef enum logic [2:0] {
            IDLE    = 3'b000,
            GO      = 3'b001,
            RUNNING = 3'b010,
            FINISH  = 3'b011,
            RESET   = 3'b100
      } state_t;
      state_t state;
      always_ff @(posedge clk) begin
            go <= 1'b0;
            rep_cnt <= rep_cnt + 23'd1;
            case (state)
                  IDLE: begin
                        start <= {24'b0, SW};
                        disp_n <= {2'b0, SW};
                        if (c3 && !c2 && !c1 && !c0) state <= GO;
                  end
                  GO: begin
                        go <= 1'b1;
                        state <= RUNNING;
                  end
                  RUNNING: begin
                        if (done) begin
                              state <= FINISH;
                              start <= {24'b0, offset[7:0]};
                        end 
                  end
                  FINISH: begin
                        if ((c0 && !c1 && !c2 && !c3) || (h0 && rep_cnt == 23'd0 && !h1 && !h2 && !h3)) begin
                              if (offset != 8'hFF) begin
                                    offset <= offset + 12'd1;
                                    start <= {24'b0, offset[7:0] + 8'd1};
                              end
                        end else if ((!c0 && c1 && !c2 && !c3) || (h1 && rep_cnt == 23'd0 && !h0 && !h2 && !h3)) begin
                              if (offset != 8'h00) begin
                                    offset <= offset - 12'd1;
                                    start <= {24'b0, offset[7:0] - 8'd1};
                              end
                        end else if ((!c0 && !c1 && c2 && !c3)) begin
                              offset <= 12'd0;
                              state <= RESET;
                        end
                  end
                  RESET: begin
                        state <= IDLE;
                  end
            endcase  
      end
endmodule
module Button
   #(parameter int TIME_OUT = 9_500_000)  
(
      input  logic clk,
      input  logic raw_pressed,
      output logic held,
      output logic click
);
      logic [24:0] clk_cnt;   
      typedef enum logic [1:0] {
            IDLE  = 2'b00,
            CLICK = 2'b01,
            WAIT  = 2'b10,
            HOLD  = 2'b11
      } state_t;
      state_t state;
      always_ff @(posedge clk) begin
            click <= 1'b0;
            held  <= 1'b0;
            clk_cnt <= clk_cnt + 25'b1;
            case (state)
                  IDLE: begin
                        if (raw_pressed)
                              state <= CLICK;
                  end
                  CLICK: begin
                        click <= 1'b1;
                        held <= 1'b1;
                        state <= WAIT;
                        clk_cnt <= 25'b0;
                  end
                  WAIT: begin
                        if (clk_cnt == TIME_OUT && raw_pressed)
                              state <= HOLD;
                        else if (clk_cnt >= TIME_OUT && !raw_pressed)
                              state <= IDLE;
                  end
                  HOLD: begin
                        held <= 1'b1;
                        if (!raw_pressed)
                              state <= IDLE;
                  end
            endcase
      end
endmodule
module range
   #(parameter
     RAM_WORDS = 16,             
     RAM_ADDR_BITS = 4)          
   (input  logic         clk,     
    input  logic         go,      
    input  logic [31:0]  start,   
    output logic         done,    
    output logic [15:0]  count);  
   logic        cgo;     
   logic        cdone;   
   logic [31:0] n;       
   collatz c1(.clk(clk),
              .go(cgo),
              .n(n),
              .done(cdone),
              .dout());
   logic [RAM_ADDR_BITS-1:0] num;      
   logic                     running;  
   logic                     we;       
   logic [15:0]              din;
   logic [15:0]              mem[RAM_WORDS-1:0];
   logic [RAM_ADDR_BITS-1:0] addr;
   logic go_d, cdone_d;
   wire  go_rise    = go    & ~go_d;
   wire  cdone_rise = cdone & ~cdone_d;
   assign we = running & cdone_rise;
   always_ff @(posedge clk) begin
      go_d    <= go;
      cdone_d <= cdone;
      cgo <= 1'b0;
      if (go_rise) begin
         running        <= 1'b1;
         cgo           <= 1'b1;
         done           <= 1'b0;
         num            <= '0;
         n              <= start;
         din            <= 16'd1;      
      end
      else if (running) begin
         if (!cgo && !cdone) begin
            din <= din + 16'd1;
         end
         if (cdone_rise) begin
            if (num == RAM_ADDR_BITS'(RAM_WORDS-1)) begin
               running <= 1'b0;
               done    <= 1'b1;
            end
            else begin
               num            <= num + 1'b1;
               n              <= n + 32'd1;
               din            <= 16'd1;
               cgo           <= 1'b1;       
            end
         end
      end
   end 
   assign addr = we ? num : start[RAM_ADDR_BITS-1:0];
   always_ff @(posedge clk) begin
      if (we) mem[addr] <= din;
      count <= mem[addr];
   end
endmodule
==> flow_metrics.env <==
# flow metrics
export IMPL_power_density_nw_per_um2=37.4
export IMPL_layout_top_cell="edfxtp_1"
export IMPL_outcome="finished clean"
export IMPL_dp_hpwl_um=203000
export IMPL_finalHoldViolCount=0
export IMPL_drc=0
export IMPL_power_frac_comb_pct=6.5
export IMPL_drive_gt1_share_pct=12.3
export IMPL_initialDrtViolationCount=5551
export IMPL_synth_async_sr_flop_share_pct=0
export IMPL_cp_end_kind="output pin"
export IMPL_p_sw_share_pct=22.0
export IMPL_ant_nets=0
export IMPL_grt_pass1_vias=78700
export IMPL_skew_ns=0.0503
export IMPL_cts_tree="done"
export IMPL_tool_warnings=105
export IMPL_rows=186
export IMPL_grt_pass1_wl_um=514000
export IMPL_yosys_cells=8380
export IMPL_cts_resized=0
export IMPL_edf_count=3168
export IMPL_p_sw_mw=1.22
export IMPL_period_used_pct=47.8
export IMPL_drt_pass1_iter_count=5
export IMPL_setup_tns_ns=0
export IMPL_fp_utilization_pct=50.5
export IMPL_worstHoldStart="go"
export IMPL_tightest_slew_ns=1.08
export IMPL_wl_per_cell_um=27.9
export IMPL_layout_top_cells="edfxtp_1, a22oi_1, a21oi_1"
export IMPL_postCtsHoldBufs=0
export IMPL_ys_ff=3358
export IMPL_sequential_cell_area_sq_um=99000
export IMPL_core_area_sq_um=258000
export IMPL_worst_r2r_startpoint="r.c1.dout[0]"
export IMPL_syn_area_sq_um=130000
export IMPL_overflow=0
export IMPL_cts_reportedPaths_clkPinSlew_ns=0.05
export IMPL_finalNonFillerCells=12400
export IMPL_ir_drop_mv=0.0377
export IMPL_portBuffers=56
export IMPL_postCtsSetupBuffers=0
export IMPL_crit_type="input port to output pin"
export IMPL_crit_required_ns=44.64
export IMPL_vias=77400
export IMPL_finalCriticalPeriod_ns=26.66
export IMPL_cp_max_fo=7
export IMPL_chipArea_sq_um=262000
export IMPL_die_x_um=512
export IMPL_antenna_found_initial=13
export IMPL_hold_ws_ns=0.354
export IMPL_placed_cells=11800
export IMPL_rsz0062_at_grt="false"
export IMPL_netlist_cell_type_count=73
export IMPL_startpoint_type="input port"
export IMPL_ys_warnings_count=15
export IMPL_setup_viol=0
export IMPL_syn_inst=8380
export IMPL_largest_area_cell="edfxtp_1"
export IMPL_cts_num_sinks=3358
export IMPL_maxSlewViolCount=0
export IMPL_logic_area_sq_um=28900
export IMPL_root_buffer="clkbuf_16"
export IMPL_cts_made_buffers=353
export IMPL_crit_start="SW[0]"
export IMPL_p_leak_nw=48.8
export IMPL_area_leaders="edfxtp_1, a22oi_1, a21oi_1, dfxtp_1, clkbuf_1"
export IMPL_drv_cap=0
export IMPL_synthFlopType="edfxtp_1"
export IMPL_slew_headroom_pct=27.0
export IMPL_pwr_share_clk_pct=40.9
export IMPL_avgSynthCellArea_sq_um=15.5
export IMPL_gp_congestion=0.938
export IMPL_viasPerCell=6.23
export IMPL_cellInternalPower_mw=4.32
export IMPL_synthToLayoutAreaGrowth_pct=14.0
export IMPL_htreeDepth=5
export IMPL_clk_latency_ns=0.95
export IMPL_grt_max_degree=129
export IMPL_die_h_um=512
export IMPL_routed_wl_um=347000
export IMPL_fmax_mhz=37.5
export IMPL_clockBufferDepth=4
export IMPL_ios=67
export IMPL_critPathArrivalTime_ns=15.50
export IMPL_yosysTopAreaCellShare_pct=73.1
export IMPL_n_fill_cell=19000
export IMPL_ys_seq_share_pct=76.0
export IMPL_total_power_mw=5.54
export IMPL_seq_power_share_pct=52.6
export IMPL_grt_use_total_pct=29.4
export IMPL_ys_area_sq_um=130000
export IMPL_hold_class="register to register"
## power by group through the flow
stage         Clock (mW)  Sequential, mW  Combinational, mW
global route        2.39            2.92              0.406
CTS                 2.30            2.92              0.361
finish              2.26            2.92              0.361
## synth_stat cells (41+ instances only)
library cell     n
dfxtp_1        190
nor2_1         426
a41oi_1         49
nand3_1         89
o41ai_1        194
o21ai_0        102
edfxtp_1      3168
nor3_1          80
buf_2           58
inv_1          115
a21oi_1        864
clkbuf_1       459
buf_1           41
xor2_1          94
ha_1           117
and3_1          41
xnor2_1         93
a22oi_1       1541
nand2_1        206
## critical path: stages
cell and delay, ns:
clkdlybuf4s50_1 0.44, mux2_2 0.27, ha_1 0.21, fa_1 0.46, a21o_1 0.21, a21oi_1 0.23, o21bai_1 0.09, a21oi_1 0.30
o21ai_0 0.21, xnor2_1 0.57, inv_1 0.15, ha_1 0.28, or3_1 0.39, o221a_2 0.13, clkdlybuf4s50_1 0.40
## metal layers
metal / track usage (%) / vias up / wire length (um)
met5: 0.621 / - / 204
met4: 8.53 / 18 / 12800
met3: 18.3 / 666 / 50200
met2: 41.7 / 3920 / 159000
met1: 41.0 / 38200 / 124000
li1: - / 34600 / -
## registers in the layout, indices dropped and copies added, names as in the netlist, 12 cells and up, named ones only
name,count
b0.clk_cnt,25
b1.clk_cnt,25
b2.clk_cnt,25
b3.clk_cnt,25
offset,12
r.c1.dout,31
r.count,12
r.din,12
r.mem,3072
r.n,32
rep_cnt,23
## per-stage QoR
stage,util (%),instance area [sq um],worst slack (ns)
after floorplan,-,130000,30.42
after global placement,53.2,137000,29.20
after detailed placement,53.2,137000,29.15
after CTS,57.5,148000,29.12
after global routing,57.5,148000,28.85
final,57.5,148000,29.14
## worst paths after layout
check / to / cells past startpoint / slack [ns]
max: HEX5[0] / 15 / 29.14
min: r.go_d / 0 / 0.35
max reg2reg: r.count[10] / 19 / 47.91
min reg2reg: r.go_d / 0 / 0.35
## cell families after synthesis
kind of cell | after synthesis | synth area share [%]
buffers and inverters | 686 | 2.08
other | 1 | 0.00288
AOI/OAI and AO/OA | 2912 | 15.2
muxes | 49 | 0.413
adders and majority gates | 120 | 1.17
xor gates and xnor gates | 187 | 1.26
and+or+nand+nor | 1067 | 3.84
DFF | 3358 | 76.0
## area by class of cell
cell class	count	area share (%)
repair buffers	589	3.16
multi-input cells	4345	19.5
inverters	115	0.291
clock inverters	179	1.22
diodes	9	0.0152
clock buffers	434	6.24
well taps	3384	2.86
flip-flops and latches	3358	66.8
Power is estimated from default activity; no workload was simulated.
